==> design.v <==
module direction(clk, reset, sensor1_data, sensor2_data, direction);
input clk, reset;
input sensor1_data, sensor2_data;
output reg [1:0] direction;
parameter idle = 0,
          stage_00 = 1,
          stage_01 = 2,
          stage_10 = 3,
          stage_11 = 4;
reg [2:0] cur_state, next_state;
always @ (posedge clk) begin
    if (reset)
        cur_state <= idle;
    else    
        cur_state <= next_state;
end
always @ (posedge clk) begin
    case (cur_state)
    idle : begin
        if (sensor2_data == 0 && sensor1_data == 0) next_state = stage_00 ;
        else if (sensor2_data == 0 && sensor1_data == 1) next_state = stage_01;
        else if (sensor2_data == 1 && sensor1_data == 0) next_state = stage_10;
        else if (sensor2_data == 1 && sensor1_data == 1) next_state = stage_11;
        else next_state = idle;
    end
    stage_00 : begin
        if (sensor2_data == 0 && sensor1_data == 1) begin
            direction = 2'b11;
            next_state = stage_01;
        end
        else if (sensor2_data == 1 && sensor1_data == 0) begin
            direction = 2'b00;
            next_state = stage_10;           
        end
        else if (sensor2_data == 0 && sensor1_data == 0) begin
            direction = 2'b01;
            next_state = stage_00;
        end
        else begin
            direction = 2'b10;
            next_state = idle;
        end
    end
    stage_01 : begin
        if (sensor2_data == 1 && sensor1_data == 1) begin
            direction = 2'b11;
            next_state = stage_11;
        end
        else if (sensor2_data == 0 && sensor1_data == 0) begin
            direction = 2'b00;
            next_state = stage_00;
        end
        else if (sensor2_data == 0 && sensor1_data == 1) begin
            direction = 2'b01;
            next_state = stage_01;
        end
        else begin
            direction = 2'b10;
            next_state = idle;
        end
    end
    stage_10 : begin
        if (sensor2_data == 0 && sensor1_data == 0) begin
            direction = 2'b11;
            next_state = stage_00;
        end
        else if (sensor2_data == 1 && sensor1_data == 1) begin
            direction = 2'b00;
            next_state = stage_11;
        end
        else if (sensor2_data == 1 && sensor1_data == 0) begin
            direction = 2'b01;
            next_state = stage_10;
        end
        else begin
            direction = 2'b10;
            next_state = idle;
        end
    end
    stage_11 : begin
        if (sensor2_data == 1 && sensor1_data == 0) begin
            next_state = stage_10;
            direction = 2'b11;
        end
        else if (sensor2_data == 0 && sensor1_data == 1) begin
            next_state = stage_01;
            direction = 2'b00;
        end
        else if (sensor2_data == 1 && sensor1_data == 1) begin
            next_state = stage_11;
            direction = 2'b01;
        end
        else begin
            next_state = idle;
            direction = 2'b10;
        end
    end
    endcase
end
endmodule
==> run.sh <==
#!/bin/bash
# OpenROAD 26Q1-2900-gdf79404cd8, Yosys 0.63+post, stock flow scripts
make -C /OpenROAD-flow-scripts/flow DESIGN_CONFIG=/design/flow/config.mk WORK_HOME=/design/flow/orfs finish
==> config.mk <==
export PLATFORM = sky130hd
export DESIGN_NAME = direction
export DESIGN_NICKNAME = direction
export VERILOG_FILES = /design/flow/design.v
export SDC_FILE = /design/flow/constraint.sdc
export NUM_CORES = 4
export LEC_CHECK = 1
export CORE_AREA = 10 10 72 72
export DIE_AREA = 0 0 82 82
==> constraint.sdc <==
current_design direction

set clk_period 1.8
set clk_io_pct 0.2

create_clock -name clk0 -period $clk_period [get_ports {clk}]

set non_clock_inputs [all_inputs -no_clocks]
set_input_delay [expr $clk_period * $clk_io_pct] -clock clk0 $non_clock_inputs
set_output_delay [expr $clk_period * $clk_io_pct] -clock clk0 [all_outputs]
==> results.cfg <==
; implementation run metrics
[critical_path]
crit_start = sensor2_data
arrival_ns = 1.69
r2r_cells = 3
cp-end-kind = register
critPathKind = primary input to register
cp_num_buf_inv = 2
cp-start-kind = primary input
required_ns = 1.75
crit_fanout = 4
crit_path_cell_trace = clkdlybuf4s50_1, inv_1, ha_1, o21ai_0, a21boi_0, a2bb2oi_1
r2r-start = cur_state[2]
crit_cells = 6
crit_slowest_cell = clkdlybuf4s50_1
max_stage_delay_ns = 0.53
crit_family = buffers and inverters

[job]
maxCapViolations = 0
warnings = 32

[placement]
pre_cts_slack_ns = -0.155
place_area_um2 = 729
place.gp.congestion = 0.810
portBuffers = 5
hpwl_um = 816
placedCellCount = 113

[floorplanning]
fp_util_pct = 16.1
die_h_um = 82
num_io_pins = 6
coreArea_mm2 = 0.00369
chipArea_mm2 = 0.00672
fp.dieW_um = 82
row_count = 22

[status]
status = finished clean

[clocking]
h-tree-depth = 1
cts_inserted_buffers = 3
cts_tree = built
root_buffer = clkbuf_8
holdBufCountCts = 0
clock_sinks = 8
cts_buffer_depth = 2
clk_latency_ns = 0.22
clk_pin_slew_ns = 0.04

[global_routing]
antenna_found_initial = 0
grt_use_total_pct = 3.18
grt_pass1_vias = 354
grt_overflow = 0
grt_pass1_wl_um = 1700
grt_max_degree = 13

[logic_synthesis]
synth_cell_type_count = 22
avgSynthCellArea_um2 = 10.8
ys.flop_type = edfxtp_1
synthArstFlopShare_pct = 0
synth-edff-count = 5
top_cell_area_share_pct = 25.3
postSynthSeqShare_pct = 35.4
ys_cells = 55
yosysChipArea_um2 = 593
synthMostInstantiatedCell = ha_1
syn_inst = 55
yosys_warnings = 1
topCellsByArea = edfxtp_1 25%, ha_1 17%, dfxtp_1 10%, buf_6 5.7%, mux2_2 3.8%
syn_area_um2 = 593
yosys.area.top_type = edfxtp_1
ys_ff = 8
top_cells_by_count = 8 x ha_1, 5 x edfxtp_1, 5 x nor2_1

[layout]
finalNonFillerCells = 117
stdcell_area_um2 = 778
areaGrowthSynthToFinish_pct = 31.2
layout-drive-gt1-share_pct = 24.6
nFillCells = 404
post-route-util_pct = 21.1

[final_timing]
tightest_slew_ns = 0.415
slew_headroom_pct = 72.1
rsz0062_at_grt = false
drv_slew = 0
finClkSkew_ns = 0.000516
finalCriticalPeriod_ns = 1.74
hold_viol_final = 0
whs_ns = 0.451
setup-tns-final_ns = 0
fin_ws_ns = 0.0632
timing.final.crit_share_pct = 96.5
setup_viol = 0
fmax_mhz = 576

[routing]
antennaDiodeCount = 0
wl_per_cell_um = 9.21
antenna_left = 0
via_per_inst = 3.68
drt_first_pass_iters = 4
routed_wl_um = 1080
drc = 0
dr_total_vias = 430
dr.first_iter.drc_count = 29

[worst_hold_path]
min_from = next_state[0]
hold_path_depth = 1
hold_class = register to register

[pwr]
irDropWorstVdd_mv = 0.214
p_total_mw = 0.693
p_leak_nw = 0.308
p_per_area_mw_per_mm2 = 890
-- kinds of logic (layout without fill, tap and decap cells) --
| kind of cell | Yosys count | count (layout) | synth area share (%) |
|---|---|---|---|
| flops | 8 | 8 | 35.4 |
| xor+xnor | 1 | 1 | 1.48 |
| simple gates | 13 | 13 | 13.9 |
| buf+inv | 5 | 19 | 6.96 |
| compound gates | 16 | 16 | 18.1 |
| mux | 4 | 4 | 7.17 |
| fa+ha+maj | 8 | 8 | 16.9 |
-- power by group --
part	switching [mW]	internal, mW	total [mW]
sequential	0.0398	0.252	0.292
clock	0.0679	0.153	0.221
combinational	0.0670	0.113	0.180
total	0.175	0.518	0.693
-- registers in the layout, indices dropped and copies added (netlist names) --
name	count
next_state	3
direction	2
cur_state	3
-- area by class of cell --
| class | instances | area [um2] | share of cell area [%] |
|---|---|---|---|
| Multi-Input combinational cell | 42 | 345 | 44.4 |
| Inverter | 2 | 7.51 | 0.965 |
| Tap cell | 48 | 60.1 | 7.72 |
| Timing Repair Buffer | 13 | 110 | 14.1 |
| Sequential cell | 8 | 210 | 27.0 |
| Clock buffer | 4 | 45.0 | 5.79 |
-- routing by layer --
metal / up-vias / GRT usage, % / share of wire, %
met3: 2 / 1.87 / 8.4
met4: 0 / 0.510 / 0.56
li1: 225 / - / -
met1: 196 / 4.95 / 52
met5: - / 0 / 0
met2: 7 / 3.61 / 39
-- placed cells by master (no fill, tap or decap) --
| master | count |
|---|---|
| a2bb2oi_1 | 1 |
| and2b_2 | 1 |
| clkbuf_1 | 1 |
| a21oi_1 | 3 |
| mux2_2 | 2 |
| edfxtp_1 | 5 |
| o21ai_0 | 3 |
| nor2b_1 | 3 |
| a21oi_2 | 1 |
| clkdlybuf4s50_1 | 5 |
| clkbuf_8 | 3 |
| mux2i_1 | 2 |
| o211ai_1 | 2 |
| buf_4 | 8 |
| xnor2_1 | 1 |
| nor2_1 | 5 |
| or3b_1 | 2 |
| o21bai_1 | 3 |
| dfxtp_1 | 3 |
| nand3b_1 | 1 |
| a21boi_0 | 1 |
| ha_1 | 8 |
| a211o_2 | 1 |
| nor2_4 | 1 |
| inv_1 | 2 |
| a221oi_1 | 1 |
-- what timing repair did --
| action | in CTS | in global routing |
|---|---|---|
| endpoints found under the setup margin | 0 | 2 |
| gates resized | 0 | 1 |
| setup buffers | 0 | 0 |
-- worst paths after layout --
kind / endpoint / slack (ns)
worst max-delay path: direction[1] / 0.06
worst min-delay path: cur_state[0] / 0.45
worst max register to register: next_state[0] / 0.40
worst min register to register: cur_state[0] / 0.45
No activity file was given, so power comes from the tool's default toggle rates.
